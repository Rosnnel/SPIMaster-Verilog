**config.mk**
```make
export PLATFORM = sky130hd
export DESIGN_NAME = Generic_MasterSPI
export DESIGN_NICKNAME = Generic_MasterSPI
export VERILOG_FILES = /design/flow/design.v
export SDC_FILE = /design/flow/constraint.sdc
export NUM_CORES = 4
export LEC_CHECK = 1
export CORE_UTILIZATION = 40
```
**constraint.sdc**
```tcl
current_design Generic_MasterSPI

set clk_period 2.3
set clk_io_pct 0.2

create_clock -name clk0 -period $clk_period [get_ports {clk}]

set non_clock_inputs [all_inputs -no_clocks]
set_input_delay [expr $clk_period * $clk_io_pct] -clock clk0 $non_clock_inputs
set_output_delay [expr $clk_period * $clk_io_pct] -clock clk0 [all_outputs]
```
**design.v**
```verilog
module DataWordCounter #(parameter WordLen=8)
(clk,EnCount,SampleEdge,WordFlg);
    input clk;
    input EnCount;
    input SampleEdge;
    output reg WordFlg;
    reg [7:0] Count;
    always@(posedge clk)
    begin
        if(EnCount)
        begin
            if(SampleEdge)
            begin
                if(Count>=WordLen-1)
                begin
                    Count <= 8'b0;
                    WordFlg <= 1'b1;
                end
                else
                begin
                    Count <= Count+1;
                    WordFlg <= 1'b0;
                end
            end
            else
                WordFlg <= 1'b0;
        end
        else
        begin
            Count <= 8'b0;
            WordFlg <= 1'b0;
        end
    end
endmodule
module Generic_MasterSPI #(parameter SysClk = 100000000, SPIClkFreq = 2000000, WordLen = 8)
(clk,reset,CPOL,CPHA,SPIGo,SPIMode,RxBusy,SS,TxBusy,SendData,MOSI,ReceivedData,
MISO,BitOrder,WordFlg,SCLK);
    input clk,reset,CPOL,CPHA,SPIGo,SPIMode,MISO,BitOrder;
    input [WordLen-1:0] SendData;
    inout MOSI;
    output RxBusy,SS,TxBusy,WordFlg,SCLK;
    output reg [WordLen-1:0] ReceivedData;
    reg CPOLR,CPHAR,SPIModeR,EndianessR;
    always@(posedge clk)
    begin
        if(~SPIGo)
        begin
            CPOLR <= CPOL;
            CPHAR <= CPHA;
            SPIModeR <= SPIMode;
            EndianessR <= BitOrder;
        end
    end
    wire EnSCLK,ShiftEdge,SampleEdge,EnCounter,WordFlg,LoadPISO,EnPISO,EnSIPO,EnReceivedReg,
         TristateMode;
    SPIMasterFSM SPIMasterFSM
    (.clk(clk),.reset(reset),.SPIGo(SPIGo),.EnSCLK(EnSCLK),.EnCounter(EnCounter),
    .WordFlg(WordFlg),.LoadPISO(LoadPISO),.EnPISO(EnPISO),.EnSIPO(EnSIPO),
    .EnReceivedReg(EnReceivedReg),.SPIMode(SPIModeR),.TxBusy(TxBusy),.SS(SS),
    .RxBusy(RxBusy),.TristateMode(TristateMode),.ShiftEdge(ShiftEdge));
    SCLKGenerator #(.SysClk(SysClk), .SPIClkFreq(SPIClkFreq)) SCLKGen
    (.clk(clk),.CPHA(CPHAR),.CPOL(CPOLR),.EnSCLK(EnSCLK),.SCLK(SCLK),
    .ShiftEdge(ShiftEdge),.SampleEdge(SampleEdge));
    DataWordCounter #(.WordLen(WordLen)) DataWordCounter
    (.clk(clk),.EnCount(EnCounter),.SampleEdge(SampleEdge),.WordFlg(WordFlg));
    wire [WordLen-1:0] HBReceivedData;
    PISOZReg #(.WordLen(WordLen)) PISOZReg
    (.clk(clk),.ShiftEdge(ShiftEdge),.EnPISO(EnPISO),.LoadPISO(LoadPISO),
    .WordFlg(WordFlg),.TristateMode(TristateMode),.BitOrder(EndianessR),.DataIN(SendData),
    .MOSI(MOSI),.HBReceviedData(HBReceivedData));
    wire [WordLen-1:0] FBReceivedData;
    SIPOReg #(.WordLen(WordLen)) SIPOReg
    (.clk(clk),.SampleEdge(SampleEdge),.EnSIPO(EnSIPO),.BitOrder(EndianessR),.MISO(MISO),
    .ReceivedData(FBReceivedData));
    reg [WordLen-1:0] ReceivedDataC;
    always@(*)
    begin
        case(SPIModeR)
            1'b0: 
                ReceivedDataC = FBReceivedData;
            1'b1:   
                ReceivedDataC = HBReceivedData;
            default:
                ReceivedDataC = FBReceivedData;
        endcase
    end
    always@(posedge clk) if(EnReceivedReg) ReceivedData <= ReceivedDataC;
endmodule
module PISOZReg #(parameter WordLen=8)
(clk,ShiftEdge,EnPISO,LoadPISO,WordFlg,TristateMode,BitOrder,DataIN,MOSI,HBReceviedData);
    input TristateMode;
    input clk,ShiftEdge,EnPISO,LoadPISO,WordFlg,BitOrder;
    input [WordLen-1:0] DataIN;
    output [WordLen-1:0]HBReceviedData;
    inout MOSI;
    reg [WordLen-1:0] TXReg,RXReg;
    always@(posedge clk)
    begin
        if(EnPISO)
        begin
            if(TristateMode)  
            begin
                if(LoadPISO)
                    TXReg <= DataIN;
                else if(ShiftEdge && ~WordFlg)
                begin
                    if(BitOrder)       
                        TXReg <= {1'b0,TXReg[WordLen-1:1]};
                    else                 
                        TXReg <= {TXReg[WordLen-2:0],1'b0};
                end
            end
            else if(~TristateMode)  
            begin
                if(ShiftEdge && ~WordFlg)
                begin
                    if(~BitOrder)       
                        RXReg <= {MOSI,RXReg[WordLen-1:1]};
                    else                 
                        RXReg <= {RXReg[WordLen-2:0],MOSI};
                end
            end
        end
    end
    assign MOSI = (TristateMode) ? ((BitOrder) ? TXReg[0] : TXReg[WordLen-1]) : 1'bz;
    assign HBReceviedData = RXReg;
endmodule
module SCLKGenerator #(parameter SysClk=100000000, SPIClkFreq=2000000)
(clk,CPHA,CPOL,EnSCLK,SCLK,ShiftEdge,SampleEdge);
    localparam DIV=(SysClk/(2*SPIClkFreq));
    input clk,CPHA,CPOL;
    input EnSCLK;
    output ShiftEdge;
    output SampleEdge;
    output SCLK;
    reg Flg;
    reg [20:0]Count;
    always@(posedge clk)
    begin
        if(EnSCLK)
        begin            
            if(Count>=DIV-1)
            begin
                Flg <= ~Flg;
                Count <= 20'b0;
            end
            else
            begin
                Count <= Count+1;
            end
        end 
        else
        begin
            Count<=20'b0;
            Flg <= 1'b0;
        end
    end
    assign SCLK = (CPOL) ? ~Flg:Flg;
    reg R0,R1;
    always@(posedge clk)
    begin
        R0<=SCLK;
        R1<=R0;
    end
    wire RsgnEdge, FllEdge;
    assign RsgnEdge = (R0 && ~R1) ? 1'b1 : 1'b0,
           FllEdge  = (~R0 && R1) ? 1'b1 : 1'b0;
    wire leadigngEdge, trailingEdge;
    assign leadigngEdge = (~CPOL) ? RsgnEdge : FllEdge,
           trailingEdge = (~CPOL) ? FllEdge : RsgnEdge;
    assign ShiftEdge = (~CPHA) ? trailingEdge : leadigngEdge;
    assign SampleEdge = (CPHA) ? trailingEdge : leadigngEdge;
endmodule
module SIPOReg #(parameter WordLen=8)
(clk,SampleEdge,EnSIPO,BitOrder,MISO,ReceivedData);
    input clk,SampleEdge,EnSIPO,BitOrder;
    input MISO;
    output [WordLen-1:0] ReceivedData;
    reg [WordLen-1:0] Reg;
    always@(posedge clk)
    begin
        if(EnSIPO)
        begin
            if(SampleEdge)
            begin
                if(BitOrder)       
                    Reg <= {MISO,Reg[WordLen-1:1]};
                else                 
                    Reg <= {Reg[WordLen-2:0],MISO};
            end
        end
    end
    assign ReceivedData = Reg;
endmodule
module SPIMasterFSM 
(clk,reset,SPIGo,EnSCLK,EnCounter,WordFlg,LoadPISO,EnPISO,EnSIPO,EnReceivedReg,SPIMode,
TxBusy,SS,RxBusy,TristateMode,ShiftEdge);
    input clk,reset,SPIGo,WordFlg,SPIMode,ShiftEdge;
    output reg EnSCLK,EnCounter,LoadPISO,EnPISO,EnSIPO,EnReceivedReg,TxBusy,RxBusy,SS,
        TristateMode;
    localparam idle=3'b000,
                FBS0=3'b001,
                FBS1=3'b010,
                HBS0=3'b011,
                HBS1=3'b100,
                HBS2=3'b101;
    reg[2:0] CS,NS;
    always@(posedge clk or posedge reset)
    begin
        if(reset)
            CS <= idle;
        else
            CS <= NS;
    end
    always@(*)
    begin
        case(CS)
            idle:
            begin
                if(SPIGo)
                    NS = (SPIMode) ? HBS0 : FBS0;
                else
                    NS = idle;
            end
            FBS0:
                if(~SPIGo)
                    NS= idle;
                else if (ShiftEdge)
                    NS = FBS1;
                else
                    NS = FBS0;
            FBS1:
                if(WordFlg)
                    NS = FBS0;
                else
                    NS = FBS1;
            HBS0:
                if(~SPIGo)
                    NS= idle;
                else if (ShiftEdge)
                    NS = HBS1;
                else
                    NS = HBS0;
            HBS1:
                if(WordFlg)
                    NS = HBS2;
                else
                    NS = HBS1;
            HBS2:
                if(WordFlg)
                    NS = HBS0;
                else
                    NS = HBS2;
            default:
                NS = idle;
        endcase
    end
    always@(*)
    begin
        case(CS)
            idle:
            begin
                EnSCLK = (SPIGo) ? 1'b1 : 1'b0;
                EnCounter = (SPIGo) ? 1'b1 : 1'b0;
                LoadPISO = 1'b0;
                EnPISO = 1'b0;
                EnSIPO = 1'b0;
                EnReceivedReg = 1'b0;
                TxBusy = 1'b0;
                RxBusy = 1'b0;
                SS = (SPIGo) ? 1'b0 : 1'b1;
                TristateMode = 1'b1;
            end
            FBS0:
            begin
                EnSCLK = 1'b1;
                EnCounter = 1'b1;
                LoadPISO = 1'b1;
                EnPISO = 1'b1;
                EnSIPO = 1'b1;
                EnReceivedReg = 1'b1;
                TxBusy = 1'b0;
                RxBusy = 1'b0;
                SS = 1'b0;
                TristateMode = 1'b1;
            end
            FBS1:
            begin
                EnSCLK = 1'b1;
                EnCounter = 1'b1;
                LoadPISO = 1'b0;
                EnPISO = 1'b1;
                EnSIPO = 1'b1;
                EnReceivedReg = 1'b0;
                TxBusy = 1'b1;
                RxBusy = 1'b1;
                SS = 1'b0;
                TristateMode = 1'b1;
            end
            HBS0:
            begin
                EnSCLK = 1'b1;
                EnCounter = 1'b1;
                LoadPISO = 1'b1;
                EnPISO = 1'b1;
                EnSIPO = 1'b0;
                EnReceivedReg = 1'b1;
                TxBusy = 1'b0;
                RxBusy = 1'b0;
                SS = 1'b0;
                TristateMode = 1'b1;
            end  
            HBS1:
            begin
                EnSCLK = 1'b1;
                EnCounter = 1'b1;
                LoadPISO = 1'b0;
                EnPISO = 1'b1;
                EnSIPO = 1'b0;
                EnReceivedReg = 1'b0;
                TxBusy = 1'b1;
                RxBusy = 1'b0;
                SS = 1'b0;
                TristateMode = 1'b1;
            end  
            HBS2:
            begin
                EnSCLK = 1'b1;
                EnCounter = 1'b1;
                LoadPISO = 1'b0;
                EnPISO = 1'b1;
                EnSIPO = 1'b0;
                EnReceivedReg = 1'b0;
                TxBusy = 1'b0;
                RxBusy = 1'b1;
                SS = 1'b0;
                TristateMode = 1'b0;
            end
            default:
            begin
                EnSCLK = (SPIGo) ? 1'b1 : 1'b0;
                EnCounter = (SPIGo) ? 1'b1 : 1'b0;
                LoadPISO = 1'b0;
                EnPISO = 1'b0;
                EnSIPO = 1'b0;
                EnReceivedReg = 1'b0;
                TxBusy = 1'b0;
                RxBusy = 1'b0;
                SS = (SPIGo) ? 1'b0 : 1'b1;
                TristateMode = 1'b1;
            end
        endcase
    end
endmodule
```
**run.sh**
```bash
#!/bin/bash
# OpenROAD 26Q1-2900-gdf79404cd8, Yosys 0.63+post, stock flow scripts
make -C /OpenROAD-flow-scripts/flow DESIGN_CONFIG=/design/flow/config.mk WORK_HOME=/design/flow/orfs finish
```
==> Slide: Implementation Results <==
Implementation Results

Synth
  – Commonest cells in the netlist: edfxtp_1, dfxtp_1, mux2_2
  – Flip-flops with a built-in enable: 36
  – Synth area leaders: edfxtp_1, dfxtp_1, mux2_2
  – Synth top cell by count: edfxtp_1
  – Post-synthesis instance total: 227
  – Registers, synthesis: 75
  – Synth warnings: 7
  – Commonest flop: edfxtp_1
  – Post-synth seq share: 65.24%
  – Mapped cell area: 2902 µm²
  – Mapped Avg Cell Area: between 10 and 15 µm²
  – Cell taking the most area after synthesis: edfxtp_1
  – Asr flop ratio synth: roughly 8%
  – Area leader share: between 30% and 40%
  – Count of different cell masters after synthesis: 38
  – Yosys Instances: 227
  – Yosys chip area: 2902 µm²

Clock network
  – CTS resizes: 0
  – Total CTS buffers: 9
  – Setup Buffers After CTS: 0
  – Clock transition at path regs: about 80 ps
  – Clock latency at the later pin of the worst-skew pair: 340 ps
  – Number of hold buffers added after CTS: 0
  – Clock tree buffer depth: 2
  – CTS tree: yes
  – Clock Tree Root: clkbuf_8
  – CTS H-Tree Depth: 3
  – Clk sinks: 75

Floorplanning
  – Die Ht: ~87 µm
  – I/O pin count: 30
  – Die Width: 87.17 µm
  – Floorplan core area: approximately 6900 µm²
  – Initial Util: 42.01%
  – # rows: 30
  – Die area: between 7000 and 8000 µm²

Setup path
  – Worst Path Max Fanout: 2
  – Reg2reg end: DataWordCounter.Count[6]$_SDFFE_PP0P_
  – Critical path arrival: 1720 ps
  – Worst r2r src: CPOLR$_DFFE_PN_
  – R2R setup slack: 350 ps
  – Critical Path RT: 1840 ps
  – Setup CP Type: in -> out
  – R2r worst-path depth: 4
  – Worst setup SP type: input pin
  – Crit path capture type: primary output

Final timing
  – Min Hold Slack: 337.3 ps
  – Hold Vio Cnt, Final: 0
  – Unrepaired setup endpoints after global routing: false
  – Period utilization: 94.62%
  – Max Clk Rate: 0.4595 GHz
  – Fin. max-slew vios: 0
  – Setup TNS: 0 ps
  – Tightest Pin Transition: 504.4 ps
  – # setup viols final: 0
  – Minimum clock period after layout: about 2200 ps
  – Worst Skew: 11.58 ps
  – Rel. slew slack: 66.33%

Detailed routing
  – Drt drc: 0
  – WL final: 4.677 mm
  – Met2 routed WL: 2.114 mm
  – N_diodes: 0
  – Wirelength per Cell: ~12 µm
  – Routed wire length on met3: 223 µm
  – Initial DRC count: 116
  – First drt pass iteration count: 4
  – Drt via density: 4.535
  – DR top layer: met4
  – Vias: 1746
  – Met1 WL: 2.278 mm
  – ANT nets after route: 0

Layout
  – Proportion of layout cells with a drive suffix above 1: 19.03%
  – Area grow syn2layout: 24.15%
  – Design Area, Final: 3602 µm²
  – Filler cells: 637

Global route
  – Pin count of the biggest net entering global routing: 27
  – Total grt overflow: 0
  – All-Layer GR Usage: 14.15%
  – Initial antenna violation count: 0
  – Vias in the first global route: 1657
  – Global-route wire length before repair: 7.817 mm

Power
  – Lkg Pwr: 0.001409 µW
  – Worst vdd ir: 0.5664 mV
  – PwrDens: 1067 nW/µm²

Run
  – OpenROAD warnings: 27
  – Max-cap violations: 0

Placed design
  – Number of port buffers: 28
  – DP HPWL: 3.213 mm
  – Area post-placement: 3400 µm²
  – Placer congestion estimate: 0.7759

Outcome
  – Status: complete, no violations

Worst hold path
  – Hold WC Path Type: in -> async
metal layers:
| metal | global-route usage (%) | vias up |
|---|---|---|
| met1 | 22.31 | 801 |
| met2 | 21.69 | 34 |
| met5 | 0 | - |
| met3 | 3.750 | 6 |
| li1 | - | 905 |
| met4 | 1.788 | 0 |
layout by cell type, fill, tap and decap left out, types with 2 or more instances in the layout:
| cell | n |
|---|---|
| a21oi_1 | 10 |
| buf_4 | 10 |
| xnor2_1 | 2 |
| and3_1 | 3 |
| nand2b_1 | 6 |
| clkbuf_8 | 9 |
| a32oi_1 | 2 |
| xor2_1 | 4 |
| mux2_2 | 22 |
| clkdlybuf4s50_1 | 28 |
| nand4b_1 | 2 |
| nor4_1 | 3 |
| edfxtp_1 | 36 |
| nand3_1 | 7 |
| dfrtp_1 | 4 |
| inv_1 | 12 |
| mux2i_1 | 10 |
| or4_1 | 2 |
| dfxtp_1 | 33 |
| inv_4 | 2 |
| ha_1 | 3 |
| conb_1 | 16 |
| o21ai_0 | 7 |
| nor2_1 | 20 |
| nand2_1 | 15 |
power breakdown:
part           internal [µW]  switching [µW]  total, µW  leakage [µW]
sequential              1780             187       1960      0.000680
combinational            483             404        887      0.000629
clock                    514             479        993      0.000101
worst max path at each step:
stage                     from  endpoint  slack [ps]  cells past startpoint
after CTS             register        SS          90                      4
after global routing  register        SS           4                      4
final                    SPIGo        SS         120                      5
sequential cells by signal (all words and copies together) (netlist names), named ones only:
| name | count |
|---|---|
| CPHAR | 1 |
| DataWordCounter.Count | 8 |
| SCLKGen.R0 | 1 |
| SCLKGen.R1 | 1 |
| SIPOReg.Reg | 8 |
| EndianessR | 1 |
| SPIModeR | 1 |
| DataWordCounter.WordFlg | 1 |
| PISOZReg.TXReg | 8 |
| ReceivedData | 8 |
| PISOZReg.RXReg | 8 |
| CPOLR | 1 |
| SCLKGen.Flg | 1 |
| SCLKGen.Count | 21 |
| SPIMasterFSM.CS | 5 |
kinds of logic (layout without fill, tap and decap cells):
family / after synthesis / count (layout) / synth area share [%]
flip-flops: 75 / 75 / 65.24
AND/OR/NAND/NOR: 64 / 64 / 10.91
multiplexers: 33 / 33 / 12.51
AND-OR/OR-AND: 26 / 26 / 5.391
buffers and inverters: 19 / 66 / 2.716
XOR/XNOR: 6 / 6 / 1.811
adder cells (fa/ha/maj): 3 / 3 / 1.294
other: 1 / 16 / 0.1292
per-stage QoR:
step | util (%) | setup slack, ps | std cells | total power, µW
floorplan | - | 237.3 | 242 | 2469
global placement | 49.22 | 102.4 | 369 | 2877
detailed placement | 49.22 | 104.9 | 369 | 2889
CTS | 52.05 | 86.09 | 385 | 3890
global route | 52.16 | 4.298 | 385 | 4089
finish | 52.16 | 123.7 | 385 | 3842
area by class of cell:
type	count	area [µm²]	area share, %
clock buffer	10	131.4	3.647
clock inverter	6	63.81	1.771
inverter	12	45.04	1.250
multi-input combinational	148	992.2	27.54
sequential	75	1894	52.59
tap	96	120.1	3.334
timing repair buffer	38	355.3	9.865
critical path, stage by stage:
cell	delay, ps
clkdlybuf4s50_1	450
nor4_2	150
nand2_1	110
inv_1	90
clkdlybuf4s50_1	460
No activity file was given, so power comes from the tool's default toggle rates.
